$ cat ./constraint.sdc
current_design single_port_ram

set clk_period 10.2
set clk_io_pct 0.2

create_clock -name clk0 -period $clk_period [get_ports {clk}]

set non_clock_inputs [all_inputs -no_clocks]
set_input_delay [expr $clk_period * $clk_io_pct] -clock clk0 $non_clock_inputs
set_output_delay [expr $clk_period * $clk_io_pct] -clock clk0 [all_outputs]
$ cat ./design.v
module single_port_ram(
  input [7:0] data,  
  input [5:0] addr,  
  input we,  
  input clk,  
  output [7:0] q  
);
  reg [7:0] ram [63:0];
  reg [5:0] addr_reg;
  always @ (posedge clk)
    begin
      if(we)
        ram[addr] <= data;
      else
        addr_reg <= addr;
    end
  assign q = ram[addr_reg];
endmodule
$ cat ./run.sh
#!/bin/bash
# OpenROAD 26Q1-2900-gdf79404cd8, Yosys 0.63+post, stock flow scripts
make -C /OpenROAD-flow-scripts/flow DESIGN_CONFIG=/design/flow/config.mk WORK_HOME=/design/flow/orfs finish
$ cat ./config.mk
export PLATFORM = sky130hd
export DESIGN_NAME = single_port_ram
export DESIGN_NICKNAME = single_port_ram
export VERILOG_FILES = /design/flow/design.v
export SDC_FILE = /design/flow/constraint.sdc
export NUM_CORES = 4
export LEC_CHECK = 1
export CORE_UTILIZATION = 40
==> impl_metrics.env <==
# yosys + openroad results
export IMPL_p_leak_nw=7.06
export IMPL_n_antenna_cell=0
export IMPL_cts_tree="built"
export IMPL_cts_setup_buffers=0
export IMPL_ctsResizeCount=0
export IMPL_worstHoldPathCells=1
export IMPL_htree_levels=2
export IMPL_place_congestion=0.836
export IMPL_rsz0062_at_grt="no"
export IMPL_die_width_um=227
export IMPL_vias_per_cell=5.54
export IMPL_fin_worst_skew_ps=3.83
export IMPL_tightest_slew_ps=950
export IMPL_worst_r2r_path_depth=1
export IMPL_power_density_nw_per_um2=195
export IMPL_period_used_pct=59.9
export IMPL_path_clk_slew_ps=60
export IMPL_mux_share_pct=15.8
export IMPL_io_pins=24
export IMPL_cpPeakStageDelay_ps=670
export IMPL_reg2reg_slack_ps=9450
export IMPL_synthAoiAreaFrac_pct=2.41
export IMPL_grt_max_degree=76
export IMPL_ys_seq_share_pct=77.2
export IMPL_path_class="reg -> out"
export IMPL_hold_path_startpoint="addr_reg[4]"
export IMPL_overflow=0
export IMPL_wirelength_um=44900
export IMPL_fin_setup_tns_ps=0
export IMPL_clk_latency_ps=580
export IMPL_initCoreUtil_pct=40.5
export IMPL_drv_cap=0
export IMPL_worstHoldPathType="reg -> reg"
export IMPL_worstPathMaxFanout=49
export IMPL_ys_sh_simple_pct=2.99
export IMPL_grt_pass1_wl_um=67900
export IMPL_largest_register_ffs=512
export IMPL_setup_viol=0
export IMPL_cp_start_kind="flop"
export IMPL_drtPass1Iterations=4
export IMPL_holdBufCountCts=0
export IMPL_ys_sh_adder_pct=0
export IMPL_r2r_start="addr_reg[1]"
export IMPL_ant_nets=0
export IMPL_vias=9507
export IMPL_final_common_cell="edfxtp_1"
export IMPL_run_status="completed"
export IMPL_netlist_area_um2=20300
export IMPL_numPortBuffers=23
export IMPL_clockRootBuffer="clkbuf_16"
export IMPL_grt_pass1_vias=10600
export IMPL_peakVddDrop_mv=0.122
export IMPL_drt_iter0_drc=626
export IMPL_cpMostUsedCell="buf_4"
export IMPL_lay_top_cells="518 x edfxtp_1, 126 x mux4_2, 65 x nor2_1, 53 x clkbuf_16, 44 x buf_4"
export IMPL_fp_dieH_um=227
export IMPL_warnings=25
export IMPL_hpwl_um=26000
export IMPL_synth_distinct_cells=36
export IMPL_syn_inst=937
export IMPL_ys_warn_count=1
export IMPL_total_power_mw=4.48
export IMPL_finalHoldViolations=0
export IMPL_ys_ff=524
export IMPL_num_rows=82
export IMPL_antenna_found_initial=3
export IMPL_path_cells="buf_4 > buf_4 > mux4_2 > mux2i_1 > a211oi_1 > a32o_1 > clkdlybuf4s50_1"
export IMPL_wl_per_cell_um=26.2
export IMPL_cts_made_buffers=52
export IMPL_critPathSlowestCell="buf_4"
export IMPL_die_area_um2=51600
export IMPL_coreArea_um2=50100
export IMPL_yosys_area_um2=20300
export IMPL_period_needed_ps=6110
export IMPL_top_logic_kind="multiplexers"
export IMPL_end_kind="output port"
export IMPL_fmax_mhz=164
export IMPL_arrival_ps=4070
export IMPL_xor_share_pct=0
export IMPL_drc=0
export IMPL_postSynthAreaPerCell_um2=21.7
export IMPL_relSlewSlack_pct=36.0
export IMPL_cts_sinks=524
export IMPL_cp_required_ps=8160
export IMPL_area_growth_pct=13.0
export IMPL_ys_cells=937
export IMPL_slew_viol_final=0
export IMPL_grt_usage_pct=20.1
export IMPL_layout_drive_gt1_share_pct=25.1
export IMPL_cts_max_path_buffers=3
==> Yosys cell counts, drive strengths merged <==
master | count | share of area, %
or3b | 2 | 0.086
o21ai | 16 | 0.39
mux4 | 130 | 14
nand2 | 15 | 0.28
a221oi | 6 | 0.26
nand4 | 1 | 0.031
or2 | 1 | 0.031
mux2 | 8 | 0.44
a32o | 2 | 0.099
nor2 | 65 | 1.2
o221ai | 11 | 0.47
nand2b | 9 | 0.28
nand3b | 1 | 0.037
nor2b | 10 | 0.31
nor3b | 2 | 0.074
buf | 32 | 1.1
clkbuf | 21 | 0.39
a21oi | 7 | 0.17
a31o | 2 | 0.086
nor3 | 15 | 0.37
and2 | 1 | 0.031
dfxtp | 6 | 0.59
mux2i | 18 | 0.89
o22ai | 16 | 0.49
nand3 | 7 | 0.17
edfxtp | 518 | 77
a211oi | 7 | 0.26
a22o | 4 | 0.17
or3 | 3 | 0.092
inv | 1 | 0.018
==> per-layer routing <==
layer	vias up	global-route usage (%)	wire (um)	share of wire, %
met1	4852	28.7	16900	38
met2	489	29.2	20900	47
met3	81	11.4	5860	13
met5	-	0	36	0.080
met4	6	4.63	1270	2.8
li1	4079	-	-	-
==> worst max path at each step <==
stage	from	endpoint	slack, ps	cells past startpoint
final	flop	q[3]	4090	7
after global routing	flop	q[2]	3940	7
after CTS	flop	q[2]	4070	7
==> kinds of logic after synthesis <==
group	count (synthesis)
flip-flops	524
multiplexers	156
AND/OR/NAND/NOR	132
AND-OR/OR-AND	71
buffers and inverters	54
==> worst max-delay path: cells and delay by family (launching register included) <==
family | cells | cell delay (ps)
compound gates | 2 | 710
buf+inv | 3 | 1680
flops | 1 | 620
mux | 2 | 440
==> where the power goes <==
| part | internal [mW] | switching, mW |
|---|---|---|
| logic | 0.135 | 0.174 |
| clock network | 0.998 | 0.763 |
| registers | 2.39 | 0.0229 |
| total | 3.52 | 0.960 |
==> stage by stage <==
stage                     worst slack (ps)  hold slack, ps  util [%]  instances  cell area (um2)
final                                 4090             472      45.8       1716            22900
after global routing                  3940             495      45.8       1716            22900
after CTS                             4070             474      45.8       1716            22900
after detailed placement              4720             456      42.7       1624            21400
after global placement                4720             453      42.7       1624            21400
after floorplan                       6310             448         -        937            20300
==> cell type report <==
| class | instances | area (um2) |
|---|---|---|
| clock buffer | 67 | 1380 |
| sequential | 524 | 15700 |
| timing repair buffer | 68 | 541 |
| clock inverter | 25 | 169 |
| inverter | 1 | 3.75 |
| fill | 4152 | 27100 |
| tap | 672 | 841 |
| multi-input combinational | 359 | 4310 |
Power and IR drop assume default switching activity.
